==> design/flow/design.v <==
`timescale 1ns / 1ps
module clockDivider(
    output reg OUT_CLK,
    input CLOCK,
    input RESET
    );
    parameter x = 31; 
    reg[x:0] counter;
    always@(posedge CLOCK) begin
        if(counter == 25000000) begin
            OUT_CLK <= 1;
            counter <= 0;
        end
        else begin
            OUT_CLK <= 0;
            counter <= counter + 1;
        end
        end
endmodule
`timescale 1ns / 1ps
module jackpot(
    input [3:0] SWITCHES,
    input CLOCK,
    input RESET,
    output [3:0] LEDS
    );
    wire new_clock;
    reg [3:0] lights = 4'b1000;
    reg cheating = 0;
    clockDivider newclock(new_clock,CLOCK,RESET);
    always@(posedge new_clock) begin
        if(RESET) begin
            lights <= 4'b1000;
            cheating = 0;
        end
        else begin
            if (lights == 4'b1000 & ~SWITCHES[3]) begin
                if (SWITCHES[2]==1) begin
                    cheating = 1;
                end
                lights = 4'b0100;
            end
            else if (lights == 4'b0100 & ~SWITCHES[2]) begin
                if (SWITCHES[1]==1) begin
                    cheating = 1;
                end
                lights = 4'b0010;
            end
            else if (lights == 4'b0010 & ~SWITCHES[1]) begin
                if (SWITCHES[0]==1) begin
                    cheating = 1;
                end
                lights = 4'b0001;
            end
            else if (lights == 4'b0001 & ~SWITCHES[0]) begin
                if (SWITCHES[3]==1) begin
                    cheating = 1;
                end
                lights = 4'b1000;
                cheating = 0;
            end
            else begin 
	    	if(cheating == 0) begin
                	lights = 4'b1111;
           	end
            	else if (cheating == 1) begin
                    lights = 4'b1010;
           	end
            end 
        end
    end
    assign LEDS[3:0] = lights[3:0];
endmodule
==> design/flow/run.sh <==
#!/bin/bash
# OpenROAD 26Q1-2900-gdf79404cd8, Yosys 0.63+post, stock flow scripts
make -C /OpenROAD-flow-scripts/flow DESIGN_CONFIG=/design/flow/config.mk WORK_HOME=/design/flow/orfs finish
==> design/flow/config.mk <==
export PLATFORM = sky130hd
export DESIGN_NAME = jackpot
export DESIGN_NICKNAME = jackpot
export VERILOG_FILES = /design/flow/design.v
export SDC_FILE = /design/flow/constraint.sdc
export NUM_CORES = 4
export LEC_CHECK = 1
export CORE_AREA = 10 10 102 102
export DIE_AREA = 0 0 112 112
==> design/flow/constraint.sdc <==
current_design jackpot

set clk_period 5.1
set clk_io_pct 0.2

create_clock -name clk0 -period $clk_period [get_ports {CLOCK}]

set non_clock_inputs [all_inputs -no_clocks]
set_input_delay [expr $clk_period * $clk_io_pct] -clock clk0 $non_clock_inputs
set_output_delay [expr $clk_period * $clk_io_pct] -clock clk0 [all_outputs]
==> out/metrics.cfg <==
[timing]
layout_min_cycle_time_ps = 2080
max_freq_ghz = 0.481
untimed_endpoints = 9
fin_crit_sh = 0.408
hold-worst-slack_ps = 483
worst_pin_slew_ps = 772
setup_slack_ps = 3020
slew_headroom = 0.481
finalHoldViolations = 0
unclocked_regs = 5
setup_violations = 0
tns_ps = 0
grt_setup_unrepaired = no
finalClockSkew_ps = 6.39
drv_slew = 0

[die]
core_area_sq_mm = 0.00822
die_h_um = 112
initial_utilization = 0.214
io_pins = 10
die_x_um = 112
chip_area_sq_mm = 0.0125
rows = 33

[worst_setup_path]
max_stage_delay_ps = 640
start_kind = register
worstPathArrival_ps = 2300
rrSetupSlack_ps = 3020
crit_fanout = 9
crit_chain = nand4_4 -> or4_1 -> or4_4 -> a21oi_2
worstSetupEndpointType = register
reg2reg_from = newclock.counter[7]
timing.rr.end = newclock.counter[24]
worstPathRequired_ps = 5320
crit_type = reg -> reg
r2r_cells = 4
slowest_stage = or4_1

[placement]
gp_congestion = 0.901
dp_worst_setup_slack_ps = 3050
port_buffers = 9
dp_hpwl_mm = 2.70

[clock_network]
cts_hold_buf = 0
h-tree-depth = 2
clk_latency_ps = 280
root_buffer = clkbuf_8
cts_buffers = 5
ctsLongestPathBuffers = 2
post_cts_resized = 0
cts.clk_slew.worst_paths_ps = 60
cts_setup_buffers = 0
cts_tree = done

[synthesis]
syn_avg_cell_area_sq_um = 8.78
yosys_area_sq_mm = 0.00176
synth_area_sq_mm = 0.00176
yosysSeqAreaShare = 0.433
topCellsByArea = dfxtp_1, xnor2_1, nor4_1, nor2_1, nand3_1
yosysWarnings = 2
top_area_frac = 0.433
yosys.area.top_type = dfxtp_1
ys_types = 36
ys_ff = 38
flop_cell = dfxtp_1
yosysCellCount = 200
netlist_instances = 200
synth-edff-count = 0
async_reset_ff_frac = 0

[worst_hold_path]
min_from = newclock.counter[31]
hp-class = reg -> reg
min_path_cells = 1
holdPathEnd = newclock.counter[31]

[global_route]
grt_max_degree = 12
antenna_found_initial = 0
gr-total-overflow = 0
grt_pass1_wl_mm = 6.42
grtUsageTotal = 0.0584
grt_pass1_vias = 1357

[detailed_routing]
drtPass1Iterations = 6
drtAntennaViolNets = 0
viasPerCell = 4.58
num_vias = 1461
drc = 0
drt_iter0_markers = 129
drt-total-wl_mm = 3.65
num_antenna_cells = 0
routedWlPerCell_um = 11.4

[power_and_ir_drop]
peakVddDrop_uv = 138
power_density_mw_per_mm2 = 218
p_leak_nw = 0.662

[cells_and_area]
area_growth_pct = 17.3
final_layout_size_suffix_gt1_frac = 0.0748
flop_area_sq_um = 761
logic_area_sq_um = 953
layout_top_cell = dfxtp_1
final_cell_mix = dfxtp_1, nor2_1, xnor2_1
num-fill-cells = 860

[flow_run]
maxCapViolations = 0
tool_warnings = 26

[run_status]
status = finished, final reports clean

[worst max-delay path: cells and delay by family, from the launching register on]
| family | cells | cell delay, ps |
|---|---|---|
| simple gates | 3 | 1410 |
| compound gates | 1 | 130 |
| flops | 1 | 470 |
[how the worst max path moves through the flow]
| stage | slack (ps) | to | from |
|---|---|---|---|
| CTS | 3030 | newclock.counter[24] | newclock.counter[7] |
| global route | 2880 | newclock.counter[26] | newclock.counter[0] |
| finish | 3020 | newclock.counter[24] | newclock.counter[7] |
[registers in the layout, summed over array words and instances (netlist names)]
name              count
newclock.OUT_CLK      1
newclock.counter     32
cheating              1
lights                4
[layout make-up]
type	instances	area share
Tap cell	105	0.0638
Clock inverter	2	0.00486
Multi-Input combinational cell	150	0.463
Inverter	7	0.0128
Timing Repair Buffer	11	0.0510
Sequential cell	38	0.369
Clock buffer	6	0.0352
[Yosys cell counts (all sizes together), types with 2 or more instances]
| library cell | number |
|---|---|
| and4 | 3 |
| and3 | 4 |
| a21oi | 5 |
| xnor2 | 20 |
| nor2b | 3 |
| o31ai | 3 |
| nor2 | 21 |
| buf | 2 |
| or4 | 3 |
| nand3 | 15 |
| dfxtp | 38 |
| ha | 2 |
| clkbuf | 3 |
| nand4 | 12 |
| inv | 7 |
| a31oi | 3 |
| xor2 | 3 |
| nor3 | 4 |
| o21ai | 7 |
| and2 | 3 |
| nand2 | 15 |
| nor4 | 14 |
[logic make-up after synthesis]
family	share of synthesized area
AND/OR/NAND/NOR	0.326
flip-flops	0.433
AND-OR/OR-AND	0.0841
XOR/XNOR	0.115
buffers and inverters	0.0271
adder cells (fa/ha/maj)	0.0143
[where the power goes]
group / leakage, nW / total, mW / switching (mW) / internal (mW)
combinational: 0.310 / 0.00666 / 0.00201 / 0.00465
sequential: 0.307 / 0.258 / 0 / 0.258
clock: 0.0450 / 0.185 / 0.0906 / 0.0944
[per-layer routing]
metal | vias to the layer above | global-route usage | routed length (um)
met5 | - | 0 | 0
met4 | 0 | 0.00846 | 51
met3 | 6 | 0.0125 | 160
met2 | 23 | 0.0897 | 1650
met1 | 678 | 0.0840 | 1790
li1 | 754 | - | -
[per-stage QoR]
step / util / std cells / total power, mW / cell area, sq um
finish: 0.251 / 319 / 0.450 / 2060
detailed placement: 0.241 / 311 / 0.270 / 1980
floorplan: - / 200 / 0.266 / 1760
global placement: 0.241 / 311 / 0.270 / 1980
CTS: 0.251 / 319 / 0.453 / 2060
global route: 0.251 / 319 / 0.466 / 2060
Power is estimated from default activity; no workload was simulated.
