===== design.v =====
`timescale 1ns / 1ps
module clockDivider(
    output reg OUT_CLK,
    input CLOCK,
    input RESET
    );
    parameter x = 31; 
    reg[x:0] counter;
    always@(posedge CLOCK) begin
        if(counter == 25000000) begin
            OUT_CLK <= 1;
            counter <= 0;
        end
        else begin
            OUT_CLK <= 0;
            counter <= counter + 1;
        end
        end
endmodule
`timescale 1ns / 1ps
module counter1(
    output [3:0] LEDS,
    input [0:1] BUTTON,
    input RESET,
    input CLOCK
    );
    wire new_clock;
    reg [3:0] count;
    clockDivider newclock(new_clock,CLOCK,RESET);
    always@(posedge new_clock) begin
        if(RESET) begin
            count <= 0;
        end
        else begin
            if(BUTTON[0])
                count <= count + 1;
            if(BUTTON[1])
                count <= count - 1;
        end
    end
    assign LEDS[3:0] = count[3:0];
endmodule

===== run.sh =====
#!/bin/bash
# OpenROAD 26Q1-2900-gdf79404cd8, Yosys 0.63+post, stock flow scripts
make -C /OpenROAD-flow-scripts/flow DESIGN_CONFIG=/design/flow/config.mk WORK_HOME=/design/flow/orfs finish

===== config.mk =====
export PLATFORM = sky130hd
export DESIGN_NAME = counter1
export DESIGN_NICKNAME = counter1
export VERILOG_FILES = /design/flow/design.v
export SDC_FILE = /design/flow/constraint.sdc
export NUM_CORES = 4
export LEC_CHECK = 1
export CORE_AREA = 10 10 102 102
export DIE_AREA = 0 0 112 112

===== constraint.sdc =====
current_design counter1

set clk_period 3.8
set clk_io_pct 0.2

create_clock -name clk0 -period $clk_period [get_ports {CLOCK}]

set non_clock_inputs [all_inputs -no_clocks]
set_input_delay [expr $clk_period * $clk_io_pct] -clock clk0 $non_clock_inputs
set_output_delay [expr $clk_period * $clk_io_pct] -clock clk0 [all_outputs]

==> summary.txt <==
impl run done, here's what came out: Die Y=112 µm, Die ar.=12540 µm², Via Count=~1300, Fillers=between 800 and 900, critical path launch point=newclock.counter[6], clock period minus worst slack=2.007 ns, Switch Pwr=130.9 µW, synthesis area per yosys=~1700 µm², GRT overflow=0, Fin. Hold Viols=0, Pre-antenna DRT Iters=4, buffer count from post-CTS setup fixing=0, Max Buffers Root-to-Sink=2, fin area=about 2000 µm², critical path fanouts, max=5, DR vias/cell=4.123, first-pass GRT wire length=about 5600 µm, crit path launch type=flip-flop, die width=approximately 110 µm, initial antenna violation count=0, Achievable Freq=between 0.4 and 0.5 GHz, IO buf count=7, CP Buf/Inv Count=0, Leak Pwr=a little over 0.7 nW, 1st-iter DRT viols=78, asr flop ratio synth=0%, reg-to-reg startpoint=newclock.counter[6], critical path required time=3.91 ns, Final TNS setup=0 ns, cell internal pwr=~570 µW, post-synthesis cell type count=33, Initial Utilization=a little over a fifth, crit path max-delay cell type=or3_4, Antenna diodes=0, sequential share of power=around half, Clock Skew=around 0.0086 ns, register pins left without a clock=4, Avg Cell Area, Syn=between 9 and 10 µm², Detail Route Antenna Nets=0, cells along the critical path=nor4b_1, nand3_1, or3_4, nor2_1, o311ai_0, drt total wl=3144 µm, unrepaired setup endpoints after global routing=false, tool warnings=26, critical path type=flip-flop to flip-flop, # DRC=0, Max Cap Viol=0, Worst path max stage delay=0.48 ns, drt wl/cell=about 10 µm, CTS tree=yes, most used flip-flop cell=dfxtp_1, Top delay family on crit path=simple AND/OR/NAND/NOR gates, switch share=18.78%, Slew Viols, Final=0, IO Pins=8, CTS Buf Count=5, share of cells above drive strength 1=7.353%, post-layout util=24.96%, Site Rows=33, Crit. End Element=flip-flop, clock share of power=48.6%, endpoints left unconstrained=8, Mapped Area=1737 µm², VDD IR max=roughly 100 µV, hold_buf cts=0, Synth Warn #=2, Final period util=a little over half, Power Dens Cells=approximately 340 nW/µm², number of cells in Yosys stat=190, total power=697.3 µW, sequential fraction of the synthesis area=42.65%, status=complete, no violations, actual slew at the worst max-slew pin=0.6879 ns, synthesized flop and latch total=37, Mapped Cells=190, Placed Area=1934 µm², count of library flops with an enable pin=0, # setup viols final=0, largest net degree at the start of global routing=11, Area growth, synth to finish=18.08%, CTS resizes=0, most numerous logic cell after layout=dfxtp_1, Slew headroom=53.72%, hold path startpoint=newclock.counter[31], vias in the first global route=1178, Data arrival, critical path=~2.1 ns, total track usage=5.112%, Root Buffer=clkbuf_8, most common logic cells in the final layout=dfxtp_1 (37), nor2_1 (26), nand2_1 (19), H-tree depth=2, Insertion Delay late pin=0.28 ns, Core Box Area=8217 µm², min-delay worst type=flip-flop to flip-flop, detailed placer's ending HPWL=2365 µm, Combinational Power Share=roughly 1.8%, clock input transition at the sequential cells of the worst setup and hold paths=0.07 ns, GPL Wtd Cong=0.8358
==> Yosys cell counts, types with 4 or more instances <==
master | n | share of area [%]
ha_1 | 4 | 2.9
dfxtp_1 | 37 | 43
nand2_1 | 19 | 4.1
xnor2_1 | 14 | 7.1
and3_1 | 4 | 1.4
xor2_1 | 13 | 6.6
inv_1 | 9 | 1.9
nor4_1 | 5 | 1.8
nor2_1 | 26 | 5.6
nor3_1 | 5 | 1.4
nand4_1 | 5 | 1.8
nand3_1 | 17 | 4.9
a21oi_1 | 4 | 1.2
==> worst reg2reg max path, cell delays in order, from the launching register on <==
cell and delay (ns):
dfxtp_1 0.44, nor4b_1 0.38, nand3_1 0.24, or3_4 0.48, nor2_1 0.15, o311ai_0 0.16
==> state kept, by name, summed over array words and instances, names as in the netlist <==
| register | cells |
|---|---|
| count | 4 |
| newclock.OUT_CLK | 1 |
| newclock.counter | 32 |
==> layer usage <==
metal / vias up / wire (µm) / track usage, %
met5: - / 0 / 0
met4: 0 / 57 / 0.8460
met3: 5 / 122 / 1.574
met2: 16 / 1275 / 6.915
met1: 572 / 1690 / 7.846
li1: 681 / - / -
==> area by class of cell <==
type | instances | area (µm²) | area share, %
multi-input combinational | 143 | 958.4 | 46.74
timing repair buffer | 7 | 70.07 | 3.417
inverter | 9 | 33.78 | 1.647
clock buffer | 7 | 86.33 | 4.210
sequential | 37 | 740.7 | 36.12
tap | 105 | 131.4 | 6.406
clock inverter | 1 | 30.03 | 1.464
==> cell families after synthesis <==
kind of cell / count (synthesis) / synth area share (%)
xor+xnor: 27 / 13.62
flops: 37 / 42.65
compound gates: 10 / 3.530
simple gates: 99 / 32.85
mux: 2 / 1.153
buf+inv: 10 / 2.161
fa+ha+maj: 5 / 4.035
==> power by group through the flow <==
| stage | registers (mW) | logic, mW | clock network, mW |
|---|---|---|---|
| after global routing | 0.346 | 0.0140 | 0.363 |
| final | 0.346 | 0.0124 | 0.339 |
| after CTS | 0.346 | 0.0127 | 0.345 |
==> per-stage QoR <==
stage | hold WS (ns) | std cells | setup WS (ns)
after detailed placement | 0.4599 | 301 | 1.877
after global routing | 0.5026 | 309 | 1.604
after global placement | 0.4563 | 301 | 1.854
after CTS | 0.4678 | 309 | 1.830
final | 0.4694 | 309 | 1.793
after floorplan | 0.4349 | 190 | 2.123
==> final timing paths <==
check / endpoint / slack [ns] / depth (start not counted)
min: newclock.counter[31] / 0.47 / 1
max reg2reg: newclock.counter[14] / 1.79 / 5
min reg2reg: newclock.counter[31] / 0.47 / 1
max: newclock.counter[14] / 1.79 / 5
No activity file was given, so power comes from the tool's default toggle rates.
